## design/flow/design.v

```verilog
`timescale 1ns / 1ps
module control_unit(
    input A,
    input I,
    input K,
    input L,
    input IR4,
    input [3:0] CONDITION,
    input [3:0] CTRL_REG,
    input [5:0] OPCODE,
    output reg WB,
    output reg EXEC,
    output reg RD_CTRL_C,
    output reg [1:0] RD_CTRL_B,
    output reg [1:0] RD_CTRL_A,
    output reg [1:0] WR_CTRL,
    output reg [2:0] ISS
);
    always @ ( * ) begin
        casez(OPCODE)
            6'b001001: begin
                ISS = 3'b001;
                WB = 1'b1;
                WR_CTRL = 2'b01;
                RD_CTRL_A = A ? 2'b10 : 2'b00;
                RD_CTRL_B = 2'b10;
                RD_CTRL_C = 1'b1;
            end
            6'b00????: begin
                ISS = 3'b000;
                WB = 1'b1;
                WR_CTRL = 2'b10;
                RD_CTRL_A = 2'b01;
                RD_CTRL_B = I ? 2'b00 : (IR4 ? 2'b10 : 2'b00);
                RD_CTRL_C = I ? 1'b0 : 1'b1;
            end
            6'b111001: begin
                ISS = 3'b010;
                WB = 1'b1;
                WR_CTRL = 2'b01;
                RD_CTRL_A = A ? 2'b10 : 2'b00;
                RD_CTRL_B = 2'b10;
                RD_CTRL_C = 1'b1;
            end
            6'b01????: begin
                ISS = 3'b011;
                WB = L ? 1'b0 : 1'b1;
                WR_CTRL = 2'b10;
                RD_CTRL_A = 2'b01;
                RD_CTRL_B = L ? 2'b00 : 2'b01;
                RD_CTRL_C = I ? 1'b1 : 1'b0;
            end
            6'b10????: begin
                ISS = 3'b100;
                WB = K ? 1'b1 : 1'b0;
                WR_CTRL = 2'b00;
                RD_CTRL_A = 2'b00;
                RD_CTRL_B = 2'b00;
                RD_CTRL_C = 1'b0;
            end
            default: begin
                ISS = 3'b00;
                WB = 1'b0;
                WR_CTRL = 2'b00;
                RD_CTRL_A = 2'b00;
                RD_CTRL_B = 2'b00;
                RD_CTRL_C = 1'b0;
            end
        endcase
    end
    wire C = CTRL_REG[0];
    wire V = CTRL_REG[1];
    wire Z = CTRL_REG[2];
    wire N = CTRL_REG[3];
    always @ ( * ) begin
        case(CONDITION)
            4'h0: EXEC = (Z == 1);
            4'h1: EXEC = (Z == 0);
            4'h2: EXEC = (C == 1);
            4'h3: EXEC = (C == 0);
            4'h4: EXEC = (N == 1);
            4'h5: EXEC = (N == 0);
            4'h6: EXEC = (V == 1);
            4'h7: EXEC = (V == 0);
            4'h8: EXEC = ((~C | Z) == 0);
            4'h9: EXEC = ((~C | Z) == 1);
            4'ha: EXEC = ((N ^ V) == 0);
            4'hb: EXEC = ((N ^ V) == 1);
            4'hc: EXEC = ((Z | (N ^ V)) == 0);
            4'hd: EXEC = ((Z | (N ^ V)) == 1);
            4'he: EXEC = 1'b1;
            4'hf: EXEC = 1'b0;
        endcase
    end
endmodule
```

## design/flow/run.sh

```bash
#!/bin/bash
# OpenROAD 26Q1-2900-gdf79404cd8, Yosys 0.63+post, stock flow scripts
make -C /OpenROAD-flow-scripts/flow DESIGN_CONFIG=/design/flow/config.mk WORK_HOME=/design/flow/orfs finish
```

## design/flow/config.mk

```make
export PLATFORM = sky130hd
export DESIGN_NAME = control_unit
export DESIGN_NICKNAME = control_unit
export VERILOG_FILES = /design/flow/design.v
export SDC_FILE = /design/flow/constraint.sdc
export NUM_CORES = 4
export LEC_CHECK = 1
export CORE_AREA = 10 10 70 70
export DIE_AREA = 0 0 80 80
```

## design/flow/constraint.sdc

```tcl
current_design control_unit

set clk_period 1.4
set clk_io_pct 0.2

create_clock -name clk0 -period $clk_period

set non_clock_inputs [all_inputs -no_clocks]
set_input_delay [expr $clk_period * $clk_io_pct] -clock clk0 $non_clock_inputs
set_output_delay [expr $clk_period * $clk_io_pct] -clock clk0 [all_outputs]
```

==> flow_metrics.tcl <==
# place-and-route summary
set metrics [dict create \
    avgSynthCellArea_um2 6.954 \
    synthCells 52 \
    crit_family "simple AND/OR/NAND/NOR gates" \
    area.sequential_um2 0 \
    drv_slew 0 \
    setup_violations 8 \
    fp-row-count 21 \
    dr.pass1.iters 4 \
    crit_path_top_delay_cell "or4_2" \
    syn-cell-area_um2 361.6 \
    initCoreUtil 0.1059 \
    min_from "I" \
    synth_seq_share 0 \
    path_cells "buf_2 -> buf_6 -> or4_2 -> nor2_1 -> a21oi_2 -> buf_2" \
    synth.top_cell.area_share 0.1730 \
    grt_pass1_wl_um 2490 \
    die_x_um 80 \
    critPathArrivalTime_ps 1480 \
    hold_slack_ps 876.8 \
    ir_drop_mv 0.09094 \
    top_area_cell "ha_1" \
    dp_slack_ps -1066 \
    placed_cell_area_um2 808.3 \
    gr-total-overflow 0 \
    cpMostUsedCell "buf_2" \
    start_kind "input pin" \
    track_usage 0.04433 \
    failed_checks "setup timing" \
    ys_cells 52 \
    drive_above_1_share 0.5918 \
    crit_path_max_fanout 3 \
    dp_hpwl_um 1206 \
    rsz0062_at_grt "true" \
    vias 569 \
    slowest_delay_ps 650 \
    die.size.y_um 80 \
    gp_congestion 0.8829 \
    ys_top_cells_by_count "7 x nand2_1, 5 x a21oi_1, 5 x ha_1, 3 x inv_1" \
    n_antenna_cell 0 \
    ios 31 \
    worst_pin_slew_ps 227.5 \
    design_area_um2 934.6 \
    hold_viol_final 0 \
    dp_cells 140 \
    totalWireLength_um 1572 \
    worstSetupPathType "in -> out" \
    cap_violations 0 \
    dieArea_um2 6400 \
    area_growth_pct 158.5 \
    via_per_inst 3.951 \
    clkbuf_count 0 \
    min_path_type "in -> out" \
    drtIter0Drc 3 \
    timing.final.crit_period_ps 1762 \
    ys_types 30 \
    instances_no_fill 144 \
    required_ps 1120 \
    leakage_nw 0.4576 \
    most_common_cell "nand2_1" \
    tool_warnings 39 \
    grt_antenna_before_repair 0 \
    post-route-drc-count 0 \
    power_density_nw_per_um2 238.0 \
    cts_hold_buf 0 \
    relSlewSlack 0.8484 \
    cp-end-kind "output pin" \
    topCellsByArea "ha_1 17%, nand2_1 7.3%, a21oi_1 6.9%" \
    coreArea_um2 3416 \
    status "finished with violations" \
    fin_tns_setup_ps -697.5 \
    hold_depth 3 \
    grt_max_degree 9 \
    grt_pass1_vias 582 \
    avgRoutedWirePerCell_um 10.92 \
    flop-count 0 \
    io_buffer_count 31 \
    yosys_warnings 1 \
    fin_crit_sh 1.259 \
    yosysChipArea_um2 361.6 \
    max_freq_mhz 567.5 \
    cp_num_buf_inv 3 \
    hold_end "RD_CTRL_C" \
    fin_ws_ps -362.3 \
    ant_nets 0 \
]
[per-layer routing]
layer | GRT usage | vias up | part of all wire
li1 | - | 281 | -
met1 | 0.05933 | 255 | 0.49
met2 | 0.06501 | 33 | 0.36
met3 | 0.02159 | 0 | 0.15
met4 | 0.003521 | 0 | 0
met5 | 0 | - | 0
[how the worst max path moves through the flow]
stage | slack (ps) | endpoint | depth (start not counted) | startpoint
after CTS | -340 | EXEC | 7 | CONDITION[2]
after global routing | -430 | EXEC | 7 | CTRL_REG[3]
final | -360 | EXEC | 6 | CONDITION[0]
[where the power goes]
group,internal (mW),switching (mW)
Combinational,0.136,0.0864
Clock,0,0
Sequential,0,0
[layout by cell type (no fill, tap or decap), types with 2 or more instances in the layout]
master,netlist,final
a21oi_1,5,2
a21oi_2,0,3
buf_2,0,13
buf_4,1,10
buf_6,1,13
clkdlybuf4s50_1,0,2
dlygate4sd2_1,0,6
dlymetal6s2s_1,0,2
ha_4,0,4
nand2_1,7,3
nand2_2,0,3
nand4b_1,2,2
nor2_1,2,2
o21ai_1,1,2
xor2_1,2,2
[timing repair]
item	4_1_cts	5_1_grt
resized	99	22
setup buffers	4	0
endpoints found under the setup margin	12	11
pin swaps	17	9
[metrics by stage]
stage / total power [mW] / util
2_1_floorplan: 0.06157 / -
3_3_place_gp: 0.1979 / 0.2366
3_5_place_dp: 0.1989 / 0.2366
4_1_cts: 0.1957 / 0.2454
5_1_grt: 0.2474 / 0.2736
6_report: 0.2225 / 0.2736
[cells by family after synthesis]
group | after synthesis | synth area share
XOR/XNOR | 3 | 0.07268
buffers and inverters | 5 | 0.08305
AND/OR/NAND/NOR | 23 | 0.3876
adder cells (fa/ha/maj) | 5 | 0.1730
AND-OR/OR-AND | 16 | 0.2837
[final cells by class]
| type | count | area (um2) |
|---|---|---|
| fill | 366 | 2481 |
| inverter | 3 | 13.76 |
| multi-input combinational | 47 | 454.2 |
| tap | 46 | 57.56 |
| timing repair buffer | 48 | 409.1 |
No activity file was given, so power comes from the tool's default toggle rates.
